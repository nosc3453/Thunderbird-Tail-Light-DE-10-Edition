File: ./config.mk
export PLATFORM = sky130hd
export DESIGN_NAME = OL
export DESIGN_NICKNAME = OL
export VERILOG_FILES = /design/flow/design.v
export SDC_FILE = /design/flow/constraint.sdc
export NUM_CORES = 4
export LEC_CHECK = 1
export CORE_AREA = 10 10 70 70
export DIE_AREA = 0 0 80 80
File: ./constraint.sdc
current_design OL

set clk_period 1.7
set clk_io_pct 0.2

create_clock -name clk0 -period $clk_period [get_ports {clock}]

set non_clock_inputs [all_inputs -no_clocks]
set_input_delay [expr $clk_period * $clk_io_pct] -clock clk0 $non_clock_inputs
set_output_delay [expr $clk_period * $clk_io_pct] -clock clk0 [all_outputs]
File: ./design.v
module OL(input [3:0] cur, input clock, input reset_n, input [9:0] SW, output reg [9:0] LEDR);
parameter IDLE = 1;
parameter HAZARD = 2;
parameter RIGHT = 3;
parameter LEFT = 4;
reg [1:0] counter;
always @ (posedge clock, negedge reset_n) begin
    if (~reset_n) counter <= 0;
    else counter <= counter + 1;
end
always @ (*) begin
    case (cur)
        IDLE: begin
            if (~reset_n) LEDR[9:0] = 0;
            else begin
                LEDR[9:7] = {SW[2], SW[2], SW[2]};
                LEDR[2:0] = {SW[2], SW[2], SW[2]};
                LEDR[6:3] = 0;
            end
        end
        HAZARD: begin
            if (counter[0] == 0) begin
                LEDR[2:0] = 3'b000;
                LEDR[9:7] = 3'b000;
                LEDR[6:3] = 0;
            end
            else begin
                LEDR[2:0] = 3'b111;
                LEDR[9:7] = 3'b111;
                LEDR[6:3] = 0;
            end
        end
        RIGHT: begin
            case (counter)
                0: begin
                    LEDR[2:0] = 3'b000;
                    LEDR[9:7] = {SW[2], SW[2], SW[2]};
                    LEDR[6:3] = 0;
                end
                1: begin
                    LEDR[2:0] = 3'b100;
                    LEDR[9:7] = {SW[2], SW[2], SW[2]};
                    LEDR[6:3] = 0;
                end
                2: begin
                    LEDR[2:0] = 3'b110;
                    LEDR[9:7] = {SW[2], SW[2], SW[2]};
                    LEDR[6:3] = 0;
                end
                3: begin
                    LEDR[2:0] = 3'b111;
                    LEDR[9:7] = {SW[2], SW[2], SW[2]};
                    LEDR[6:3] = 0;
                end
            endcase
        end
        LEFT: begin
            case (counter)
                0: begin
                    LEDR[9:7] = 3'b000;
                    LEDR[2:0] = {SW[2], SW[2], SW[2]};
                    LEDR[6:3] = 0;
                end
                1: begin
                    LEDR[9:7] = 3'b001;
                    LEDR[2:0] = {SW[2], SW[2], SW[2]};
                    LEDR[6:3] = 0;
                end
                2: begin 
                LEDR[9:7] = 3'b011;
                LEDR[2:0] = {SW[2], SW[2], SW[2]};
                LEDR[6:3] = 0;
                end
                3: begin
                    LEDR[9:7] = 3'b111;
                    LEDR[2:0] = {SW[2], SW[2], SW[2]};
                    LEDR[6:3] = 0;
                end
            endcase
        end
        default: LEDR = 10'b0000_0000_00;
    endcase
end
endmodule
File: ./run.sh
#!/bin/bash
# OpenROAD 26Q1-2900-gdf79404cd8, Yosys 0.63+post, stock flow scripts
make -C /OpenROAD-flow-scripts/flow DESIGN_CONFIG=/design/flow/config.mk WORK_HOME=/design/flow/orfs finish
==> GITHUB_STEP_SUMMARY <==
## Implementation flow summary

| Metric | Value |
|---|---|
| Status | `completed` |
| Met1 wire length | `approximately 530 um` |
| Comb pwr share | `24.7%` |
| XOR/XNOR Area Share | `0%` |
| Antenna violations before repair | `0` |
| Yosys cell count | `33` |
| Die outline area | `0.00640 mm^2` |
| Syn Inst Count | `33` |
| Startpoint types | `flop` |
| Power per standard cell area | `335 mW/mm^2` |
| Cell area after synthesis | `279 um^2` |
| CP Max Fanout | `3` |
| Setup TNS | `0 ps` |
| Post-route insts no fill | `105` |
| Clk buf depth | `2` |
| R2R Path End | `counter[0]` |
| CP required | `approximately 1400 ps` |
| Ao+oa area frac | `about a quarter` |
| Dominant kind of combinational cell | `simple AND/OR/NAND/NOR gates` |
| Seq cells post-synth | `2` |
| Chip area in the Yosys report | `~280 um^2` |
| Async SR Flop Fraction | `100%` |
| Simple Share, Synth | `26.0%` |
| Mux area share | `0%` |
| Total power | `0.204 mW` |
| Critical path's largest stage delay | `400 ps` |
| Tmin final | `1680 ps` |
| Gpl congestion | `roughly 0.83` |
| Max-Cap Viols | `0` |
| Unique cell types | `20` |
| Internal power | `~0.15 mW` |
| R2R cell count | `4` |
| Vias in the first global route | `388` |
| Dpl ws | `-635 ps` |
| Clk_skew | `0.810 ps` |
| Area delta synth->final | `118%` |
| Setup violators final | `0` |
| Slew Viols, Final | `0` |
| Number of enable flip-flop cells | `0` |
| Final WS setup | `around 23 ps` |
| Final worst-path cycle share | `a little over nine tenths` |
| Number of H-tree levels | `1` |
| Die W | `~80 um` |
| Slowest CP cell | `dfrtp_1` |
| Final core utilization | `17.8%` |
| Rows | `21` |
| Share of cells above drive strength 1 | `59.3%` |
| DRT iter0 DRCs | `13` |
| Worst skew pair latency | `220 ps` |
| Setup slack, reg-to-reg | `730 ps` |
| Final hold vios | `0` |
| Log Warnings | `38` |
| Post-DP HPWL | `823 um` |
| Design area | `609 um^2` |
| Chip height | `~80 um` |
| Top FF cell, synth | `dfrtp_1` |
| CTS tree | `done` |
| Clock share of power | `51.8%` |
| Largest Register | `counter` |
| First-pass GRT wire length | `approximately 1.8 mm` |
| Highest metal used | `met3` |
| Met2 Wirelength | `415 um` |
| Fmax | `596 MHz` |
| Area share, top type | `17.9%` |
| Root buf cell | `clkbuf_4` |
| Total CTS buffers | `3` |
| Syn Area/Cell | `8.46 um^2` |
| Sw power | `0.0504 mW` |
| Total grt overflow | `0` |
| Placed cell area | `505 um^2` |
| Largest regs | `counter (2)` |
| Worst Hold Class | `in -> async` |
| RSZ-0062 raised after global routing | `yes` |
| Worst-path clk slew | `30 ps` |
| Top cells, area | `dfrtp_1 18%, ha_1 18%, buf_4 11%` |
| DR WL/cell | `around 11 um` |
| Largest net degree at the start of global routing | `7` |
| Area leader, netlist | `dfrtp_1` |
| CP Capture Type | `output pin` |
| RR Startpoint | `counter[0]` |
| Synth Seq Share | `about 18%` |
| Vias per cell | `3.16` |
| Adder-cell share of the synthesized area | `between 10% and 20%` |
| PortBufs | `12` |
| Critical path cell sequence | `and3b_2 -> o21bai_4 -> a21oi_2 -> clkdlybuf4s15_1` |
| Maximum vdd drop | `a little under 0.2 mV` |
| Top cells by count | `4 x buf_4, 4 x ha_1, 3 x a21oi_1` |
| GRT Util Overall | `3.45%` |
| Met3 wire len | `178 um` |
| Via count | `332` |
| Pleak | `about 0.26 nW` |
| Sw frac | `24.7%` |
| Seq pwr share | `23.5%` |
| DRT Pass-1 Iters | `3` |
| Placed cells | `99` |
| Detailed Route WL | `1.13 mm` |
| I/O pins | `26` |
| Ys Warns | `1` |
| Hold Worst Slack | `195 ps` |
| FP Util | `approximately 8%` |
| DRC | `0` |
| Placeable Area | `0.00342 mm^2` |
| CTS sink cnt | `2` |
| Ant. Diodes | `0` |
| Antenna Nets Post-Route | `0` |
| # fillers | `394` |
| Worst Setup Path Type | `reg -> out` |
| Max reg flops | `2` |
| Worst path arrival time | `1340 ps` |
[cell type report]
class / count / area [um^2] / area share (%)
multi-input cells: 28 / 285 / 46.8
repair buffers: 24 / 186 / 30.6
well taps: 46 / 57.6 / 9.45
flip-flops and latches: 2 / 50.0 / 8.21
clock buffers: 3 / 22.5 / 3.70
inverters: 2 / 7.51 / 1.23
[worst max-delay path by stage]
stage	from	slack, ps	end
CTS	counter[0]	10	LEDR[1]
global route	counter[0]	-40	LEDR[9]
finish	counter[0]	20	LEDR[9]
[metal layers]
layer | GRT usage, % | up-vias
li1 | - | 163
met1 | 4.25 | 152
met2 | 4.57 | 17
met3 | 2.73 | 0
met4 | 0.704 | 0
met5 | 0 | -
[critical path, delay by kind of cell, from the launching register on]
kind	cells	cell delay, ps
buffers and inverters	1	200
AOI/OAI and AO/OA	2	260
DFF	1	400
and+or+nand+nor	1	250
[placed cells by master (no fill, tap or decap), drive strengths merged, types with 3 or more instances in the layout]
cell type	count
conb	4
ha	4
a21oi	3
clkbuf	4
buf	17
clkdlybuf4s15	4
[power by group through the flow]
| stage | sequential, mW | combinational, mW | clock [mW] |
|---|---|---|---|
| final | 0.0480 | 0.0505 | 0.106 |
| after CTS | 0.0479 | 0.0506 | 0.116 |
| after global routing | 0.0479 | 0.0555 | 0.118 |
[repair_timing]
action / 4_1_cts / 5_1_grt
gates resized: 45 / 7
hold buffers: 0 / 0
pin swaps: 14 / 4
setup endpoints to repair: 6 / 4
buffers inserted: 3 / 1
[logic make-up (layout without fill, tap and decap cells)]
kind of cell | after synthesis | count (layout)
and+or+nand+nor | 11 | 11
AOI/OAI and AO/OA | 9 | 9
buffers and inverters | 6 | 29
adders and majority gates | 4 | 4
DFF | 2 | 2
other | 1 | 4
Power is estimated from default activity; no workload was simulated.
