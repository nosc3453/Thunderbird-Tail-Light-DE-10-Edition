File: run.sh
#!/bin/bash
# OpenROAD 26Q1-2900-gdf79404cd8, Yosys 0.63+post, stock flow scripts
make -C /OpenROAD-flow-scripts/flow DESIGN_CONFIG=/design/flow/config.mk WORK_HOME=/design/flow/orfs finish
File: constraint.sdc
current_design hex_display

set clk_period 2.6
set clk_io_pct 0.2

create_clock -name clk0 -period $clk_period

set non_clock_inputs [all_inputs -no_clocks]
set_input_delay [expr $clk_period * $clk_io_pct] -clock clk0 $non_clock_inputs
set_output_delay [expr $clk_period * $clk_io_pct] -clock clk0 [all_outputs]
File: design.v
module hex_display (csl, h0, h1, h2, h3, h4, h5);
input [3:0] csl;
output reg [7:0] h0, h1, h2, h3, h4, h5;
parameter IDLE = 1;
parameter HAZARD = 2;
parameter RIGHT = 3;
parameter LEFT = 4;
parameter a = 8'b1000_1000;
parameter e = 8'b1000_0110;
parameter f = 8'b1000_1110;
parameter d = 8'b1010_0001;
parameter g = 8'b1001_0000;
parameter cap_h = 8'b1000_1001;
parameter h = 8'b1000_1011;
parameter cap_i = 8'b1100_1111;
parameter i = 8'b1110_1111;
parameter l = 8'b1100_0111;
parameter t = 8'b1000_0111;
parameter r = 8'b1010_1111;
parameter z = 8'b1010_0100;
parameter blank = 8'b1111_1111;
always @ (*)
    case (csl)
        IDLE: begin
            h0 = e;
            h1 = l;
            h2 = d;
            h3 = cap_i;
            h4 = blank;
            h5 = blank;
        end
        HAZARD: begin
            h0 = d;
            h1 = r;
            h2 = a;
            h3 = z;
            h4 = a;
            h5 = cap_h;
        end
        RIGHT: begin
            h0 = t;
            h1 = h;
            h2 = g;
            h3 = i;
            h4 = r;
            h5 = blank;
        end
        LEFT: begin
            h0 = t;
            h1 = f;
            h2 = e;
            h3 = l;
            h4 = blank;
            h5 = blank;
        end
        default: begin
            h0 = blank;
            h1 = blank;
            h2 = blank;
            h3 = blank;
            h4 = blank;
            h5 = blank;
        end
    endcase
endmodule
File: config.mk
export PLATFORM = sky130hd
export DESIGN_NAME = hex_display
export DESIGN_NICKNAME = hex_display
export VERILOG_FILES = /design/flow/design.v
export SDC_FILE = /design/flow/constraint.sdc
export NUM_CORES = 4
export LEC_CHECK = 1
export CORE_AREA = 10 10 70 70
export DIE_AREA = 0 0 80 80
==> impl_metrics.yaml <==
# synthesis and place-and-route metrics
flow_run:
  cap_violations: 0
  warning_count: 32
finish:
  nFillCells: 386
  utilization_pct: 22.9
  fin_area_um2: 783
  layout_top_cell: "clkdlybuf4s50_1"
  instances_no_fill: 135
  final_cell_mix: "clkdlybuf4s50_1, conb_1, buf_4"
  clock_buffers: 0
  post_route_cells_drive_above_1_share_pct: 16.9
  flops: 0
  syn2layout_area_growth_pct: 78.3
  ff_latch_area_um2: 0
min_path:
  hold_path_class: "input port to output port"
  min_to: "h1[0]"
  hold_path.startpoint: "csl[3]"
  min_path_cells: 3
route:
  drtIter0Drc: 1
  drt.antenna.violating_nets: 0
  num_antenna_cells: 0
  wirelength_um: 1550
  vias: 421
  drc: 0
  firstDrtPassIters: 2
  wire_per_inst_um: 11.5
  vias_per_cell: 3.12
logic_synthesis:
  syn_area_per_cell_um2: 7.20
  synth_cell_type_count: 18
  top_area_cell: "buf_4"
  ys_cells: 61
  seq_area_frac_synth_pct: 0
  netlist_instances: 61
  yosys_area_um2: 439
  syn_area_um2: 439
  top_cells_by_area: "buf_4, o21bai_1, nand3b_1, or4b_1, nor2b_1"
  yosys_warnings: 1
  yosysTopAreaCellShare_pct: 51.3
sta:
  period_used_pct: 94.0
  hold_viol: 0
  fmax_mhz: 409
  fin_crit_ns: 2.44
  slew_violations: 0
  setup_viol: 0
  rsz0062_at_grt: "no"
floorplanning:
  ios: 52
  die_x_um: 80
  rows: 21
  fp_util_pct: 12.9
  die_area_um2: 6400
  die_y_um: 80
  coreArea_um2: 3420
setup_path:
  worstSetupPathType: "input port to output port"
  crit_path_end_kind: "output port"
  crit_path_max_fanout: 5
  arrival_ns: 1.92
  required_ns: 2.08
  start_kind: "input port"
global_routing:
  grt_pass1_wl_um: 2190
  grt-busiest-layer: "met2"
  antenna_found_initial: 0
  grt_pass1_vias: 415
  grt_usage_pct: 4.11
  met3_usage_pct: 1.36
  grt_start_max_net_pins: 9
  overflow: 0
  grt_use_met2_pct: 6.90
  grtUsageMet1_pct: 5.27
power_and_ir_drop:
  p_per_area_nw_per_um2: 114
  leakage_nw: 0.326
  ir_drop_uv: 46.4
placement:
  place_hpwl_um: 1390
  placedCellCount: 134
  io_buffer_count: 41
  dpl_cell_area_um2: 772
  finalWeightedCongestion: 0.674
clock_tree:
  post-cts-setup-buffer-count: 0
run_status:
  status: "completed"
cells in the mapped netlist, drive strengths merged:
library cell  instances
or3                   1
or4b                  3
clkbuf                3
conb                  1
nand2                 1
nand3b                4
nor2b                 3
buf                  31
nor2                  2
o21bai                5
o21ba                 1
xnor2                 1
o21ai                 2
nand3                 1
nor3b                 1
o31a                  1
cell families after synthesis:
group / Yosys count / share of synthesized area (%)
AND-OR/OR-AND: 9 / 15.1
XOR/XNOR: 1 / 1.99
buffers and inverters: 34 / 56.4
other: 1 / 0.854
AND/OR/NAND/NOR: 16 / 25.6
metal layers:
layer / vias up / wire length, um / share of wire, %
met5: - / 0 / 0
met2: 25 / 709 / 46
met3: 0 / 194 / 13
met4: 0 / 0 / 0
met1: 178 / 647 / 42
li1: 218 / - / -
worst max-delay path: stages:
cell,delay [ns]
dlygate4sd2_1,0.26
buf_6,0.13
or4b_4,0.48
o31a_1,0.12
clkdlybuf4s50_1,0.41
per-stage QoR:
stage / setup TNS, ns / setup slack [ns] / total power [mW] / hold slack, ns
after floorplan: 0 / 0.802 / 0.0491 / 1.10
after global placement: -0.425 / -0.0657 / 0.0922 / 2.19
after detailed placement: -0.660 / -0.0799 / 0.0918 / 2.16
after CTS: 0 / 0.144 / 0.0927 / 1.93
after global routing: 0 / 0.102 / 0.0989 / 1.98
final: 0 / 0.156 / 0.0895 / 1.92
worst max-delay path by stage:
| stage | slack, ns | to | depth (start not counted) | start |
|---|---|---|---|---|
| after CTS | 0.14 | h2[4] | 5 | csl[2] |
| after global routing | 0.10 | h2[4] | 5 | csl[2] |
| final | 0.16 | h2[4] | 5 | csl[2] |
power breakdown:
| group | total (mW) | switching (mW) | leakage, nW | internal, mW |
|---|---|---|---|---|
| combinational | 0.0895 | 0.0279 | 0.326 | 0.0616 |
| clock | 0 | 0 | 0 | 0 |
| sequential | 0 | 0 | 0 | 0 |
area by class of cell:
type / instances / area (um^2) / share of cell area, %
Tap cell: 46 / 57.6 / 7.35
Multi-Input combinational cell: 37 / 236 / 30.2
Timing Repair Buffer: 52 / 489 / 62.5
repair_timing:
item | 4_1_cts | 5_1_grt
resized | 7 | 0
setup endpoints to repair | 13 | 0
hold buffers | 0 | 0
Power figures rest on the tool's default switching activity, not on a simulated workload.
