**flow/config.mk**
```make
export PLATFORM = sky130hd
export DESIGN_NAME = clock_divider
export DESIGN_NICKNAME = clock_divider
export VERILOG_FILES = /design/flow/design.v
export SDC_FILE = /design/flow/constraint.sdc
export NUM_CORES = 4
export LEC_CHECK = 1
export CORE_AREA = 10 10 99 99
export DIE_AREA = 0 0 109 109
```
**flow/constraint.sdc**
```tcl
current_design clock_divider

set clk_period 5.6
set clk_io_pct 0.2

create_clock -name clk0 -period $clk_period [get_ports {clock_in}]

set non_clock_inputs [all_inputs -no_clocks]
set_input_delay [expr $clk_period * $clk_io_pct] -clock clk0 $non_clock_inputs
set_output_delay [expr $clk_period * $clk_io_pct] -clock clk0 [all_outputs]
```
**flow/design.v**
```verilog
module clock_divider ( input clock_in, reset_n, output reg clock_out);
reg [31:0] clock_divider;
parameter divide_by = 0;
always @ (posedge clock_in, negedge reset_n) begin
    if (~reset_n) begin
        clock_out = 0;
        clock_divider = 0;
    end
    else begin
        if (clock_divider != divide_by - 1)
            clock_divider <= clock_divider + 1;
        else begin
            clock_out <= ~clock_out;
            clock_divider <= 0;
        end
    end
end
endmodule
```
**flow/run.sh**
```bash
#!/bin/bash
# OpenROAD 26Q1-2900-gdf79404cd8, Yosys 0.63+post, stock flow scripts
make -C /OpenROAD-flow-scripts/flow DESIGN_CONFIG=/design/flow/config.mk WORK_HOME=/design/flow/orfs finish
```
==> impl_metrics.json <==
{
  "outcome": "finished, final reports clean",
  "yosys.area_share.xor_xnor_pct": 13.9,
  "chip_area_sq_um": 11900,
  "cts_setup_buffers": 0,
  "worstMarginPinSlew_ns": 0.635,
  "portBuffers": 2,
  "crit_required_ns": 4.48,
  "aoi_share_pct": 4.36,
  "ys_area_sq_um": 1580,
  "slew_headroom_pct": 57.5,
  "synthTopLogicFamily": "simple AND/OR/NAND/NOR gates",
  "worstPathCellList": "clkdlybuf4s50_1",
  "cts_buffer_depth": 2,
  "critPathKind": "flop to primary output",
  "ys.warnings.count": 1,
  "simple_gate_area_share_pct": 25.8,
  "insertion_delay_ns": 0.28,
  "hold_violations": 0,
  "yosys_most_used_dff": "dfrtp_1",
  "tns_ns": 0,
  "antenna_cells": 0,
  "wirelength_mm": 2.49,
  "yosysCellCount": 144,
  "synthTopCellsByArea": "dfrtp_1 (52%), xnor2_1 (7.8%), xor2_1 (6.1%), nor2_1 (3.6%), nand3_1 (3.2%)",
  "fmax_ghz": 0.447,
  "gp_congestion": 0.758,
  "finalClockSkew_ns": 0.00561,
  "async_flop_share_pct": 100,
  "worst_setup_path_end_kind": "primary output",
  "rsz0062_at_grt": "false",
  "stdcell_area_sq_um": 1800,
  "clock_sinks": 33,
  "top_area_share_pct": 52.3,
  "gr-total-overflow": 0,
  "synthTopCellsByCount": "dfrtp_1 (33), nor2_1 (15), xnor2_1 (14), nand2_1 (12), xor2_1 (11)",
  "instances_no_fill": 254,
  "h-tree-depth": 2,
  "hold_class": "flop to flop",
  "rows": 32,
  "synthMuxAreaShare_pct": 0,
  "syn_inst": 144,
  "yosysSeqAreaShare_pct": 52.3,
  "period_used_pct": 39.9,
  "firstDrtPassIters": 4,
  "yosysMostFrequentCell": "dfrtp_1",
  "die_w_microns": 109,
  "grt_pass1_vias": 932,
  "cts_inserted_buffers": 5,
  "max_stage_delay_ns": 0.47,
  "p_seq_share_pct": 54.3,
  "arrival_ns": 1.12,
  "p_comb_share_pct": 1.2,
  "warnings": 25,
  "via_per_inst": 3.98,
  "cts_resized": 0,
  "syn-cell-area_sq_um": 1580,
  "maxSlewViolCount": 0,
  "place_area_sq_um": 1700,
  "cts_hold_buf": 0,
  "startpoint_type": "flop",
  "finalWorstSetupSlack_ns": 3.36,
  "path_clk_slew_ns": 0.06,
  "fp.coreArea_sq_um": 7730,
  "dp.cells": 246,
  "peakVddDrop_mv": 0.0861,
  "pre_cts_ws_ns": 3.49,
  "internal-power_w": 0.000350,
  "slowest_stage": "clkdlybuf4s50_1",
  "fin_crit_ns": 2.24,
  "area_delta_synth_final_pct": 14.4,
  "powerDensity_nw_per_um2": 243,
  "p_leak_nw": 0.819,
  "critPathBufInv": 1,
  "drt_iter0_markers": 73,
  "cts_tree": "yes",
  "cts_root_buffer": "clkbuf_8",
  "syn-mean-instance-area_sq_um": 11.0,
  "final-comb-area_sq_um": 707,
  "antenna_found_initial": 0,
  "edf_count": 0,
  "die_h_microns": 109,
  "place_hpwl_mm": 1.58,
  "switching_share_pct": 20.2,
  "pwr-share-clk_pct": 44.5,
  "track_usage_pct": 4.56,
  "vias": 1010,
  "core_util_floorplan_pct": 20.4,
  "critPathMaxFanout": 2,
  "grt_max_degree": 34,
  "flop_area_sq_um": 826,
  "fin_hold_ws_ns": 0.459,
  "synth_cell_type_count": 25,
  "setup_viol": 0,
  "drcViolationCount": 0,
  "n_fill_cell": 801,
  "ys_sh_adder_pct": 0.793,
  "critPathTopFamily": "buffers and inverters",
  "grt_pass1_wl_mm": 4.42,
  "drive_above_1_share_pct": 10.5,
  "num_io_pins": 3,
  "cap_viol_max_count": 0,
  "yosysTopAreaCell": "dfrtp_1",
  "post_drt_wl_per_cell_microns": 9.78,
  "p_sw_w": 0.0000888,
  "ant_nets": 0,
  "synth_flop_count": 33
}
==> routing by layer <==
layer	share of wire, %	vias up	global-route usage [%]
li1	-	515	-
met5	0	-	0
met3	4.1	5	1.85
met4	1.8	0	0.847
met1	53	478	6.81
met2	41	12	6.08
==> area by class of cell <==
type | count | share of cell area (%)
clock buffers | 7 | 5.34
multi-input cells | 104 | 39.2
inverters | 4 | 0.832
clock inverters | 1 | 0.277
flip-flops and latches | 33 | 45.8
repair buffers | 3 | 1.53
well taps | 102 | 7.07
==> state kept, by name (all words and copies together) (netlist names) <==
| register | count |
|---|---|
| clock_divider | 32 |
| clock_out | 1 |
==> path summary, 6_finish.rpt <==
check,from,end,slack [ns],cells past startpoint
setup / recovery,clock_out$_DFFE_PN0N_,clock_out,3.36,1
hold / removal,clock_divider[0]$_DFF_PN0_,clock_divider[0]$_DFF_PN0_,0.46,1
setup reg to reg,clock_divider[8]$_DFF_PN0_,clock_out$_DFFE_PN0N_,3.52,5
hold reg to reg,clock_divider[0]$_DFF_PN0_,clock_divider[0]$_DFF_PN0_,0.46,1
max in group asynchronous,reset_n,clock_divider[4]$_DFF_PN0_,4.06,2
min in group asynchronous,reset_n,clock_divider[26]$_DFF_PN0_,1.23,2
==> per-stage QoR <==
step | util (%) | total power (W)
global placement | 22.0 | 0.000249
global route | 23.3 | 0.000455
detailed placement | 22.0 | 0.000249
floorplan | - | 0.000243
finish | 23.3 | 0.000439
CTS | 23.3 | 0.000445
==> cell usage in the layout, fill, tap and decap left out, types with 5 or more instances in the layout <==
cell type	count
dfrtp_1	33
nor2_1	15
xnor2_1	14
nand2_1	12
xor2_1	11
nand3_1	10
nand4_1	7
clkbuf_8	7
o21ai_0	6
or3_1	5
==> cells by family (layout without fill, tap and decap cells) <==
group / after synthesis / count (layout)
buffers and inverters: 7 / 15
AND-OR/OR-AND: 12 / 12
flip-flops: 33 / 33
XOR/XNOR: 25 / 25
AND/OR/NAND/NOR: 66 / 66
adder cells (fa/ha/maj): 1 / 1
==> power groups by stage <==
stage	logic (W)	clock network, W	registers [W]
after CTS	0.00000607	0.000200	0.000238
after global routing	0.00000671	0.000210	0.000238
final	0.00000548	0.000195	0.000238
No activity file was given, so power comes from the tool's default toggle rates.
